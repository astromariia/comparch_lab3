`flow/run.sh`:
```
#!/bin/bash
# OpenROAD 26Q1-2900-gdf79404cd8, Yosys 0.63+post, stock flow scripts
make -C /OpenROAD-flow-scripts/flow DESIGN_CONFIG=/design/flow/config.mk WORK_HOME=/design/flow/orfs finish
```
`flow/design.v`:
```
module regfile(input  logic        clk,
               input  logic        we3, we4,
               input  logic [4:0]  ra1, ra2, wa3, wa4,
               input  logic [31:0] wd3, wd4,
               output logic [31:0] rd1, rd2);
  logic [31:0] rf[31:0];
  always_ff @(posedge clk) begin
    if (we3) rf[wa3] <= wd3;
    if (we4) rf[wa4] <= wd4;
  end   
  assign rd1 = (ra1 == 5'b00000) ? 32'b0 : rf[ra1];  
  assign rd2 = (ra2 == 5'b00000) ? 32'b0 : rf[ra2];
endmodule
```
`flow/config.mk`:
```
export PLATFORM = sky130hd
export DESIGN_NAME = regfile
export DESIGN_NICKNAME = regfile
export VERILOG_FILES = /design/flow/design.v
export SDC_FILE = /design/flow/constraint.sdc
export NUM_CORES = 4
export LEC_CHECK = 1
export CORE_UTILIZATION = 50
```
`flow/constraint.sdc`:
```
current_design regfile

set clk_period 7.7
set clk_io_pct 0.2

create_clock -name clk0 -period $clk_period [get_ports {clk}]

set non_clock_inputs [all_inputs -no_clocks]
set_input_delay [expr $clk_period * $clk_io_pct] -clock clk0 $non_clock_inputs
set_output_delay [expr $clk_period * $clk_io_pct] -clock clk0 [all_outputs]
```
==> GITHUB_STEP_SUMMARY <==
### Metrics collected by this job

| Metric | Value |
|---|---|
| Die Y | approximately 350 µm |
| Max_cap viols | 0 |
| Port-buffer cells | roughly 150 |
| Cell Type Count | 40 |
| Critical path data arrival time | just over 5 ns |
| Final cell count without fillers | approximately 5,500 |
| Hold_buf cts | 0 |
| Core ar. | 120,000 µm² |
| FP Util | between 50% and 60% |
| Util after Layout | a little under three fifths |
| First-pass GRT wire length | ~320,000 µm |
| Total leakage power | around 22 nW |
| Synthesized area | between 60,000 and 70,000 µm² |
| Fraction of layout cells with a size suffix above 1 | approximately half |
| Antenna violations before repair | 5 |
| Met3 Use GR | 35.8% |
| Commonest flop | edfxtp_1 |
| Slew Viols, Final | 0 |
| FILL cells | 9,083 |
| Met1 Track Usage GR | 49.5% |
| Chip Area, Yosys | between 60,000 and 70,000 µm² |
| Syn Area/Cell | about 16 µm² |
| Commonest Layout Cell | edfxtp_1 |
| Layer with the highest usage | met2 |
| Final hold slack | approximately 1.8 ns |
| Log Warnings | 29 |
| Fin. Hold Viols | 0 |
| Largest net degree at the start of global routing | around 100 |
| Starting DRT DRC Count | about 3,000 |
| Biggest regs | rf: 1024 flops |
| Minimum period implied by the final worst setup slack | 6.58 ns |
| Final period util | between 80% and 90% |
| Met2 usage | between 50% and 60% |
| Area grow syn2layout | 11.4% |
| Top cells excl fill/tap | 1,024 x edfxtp_1, 938 x mux2_2, 448 x mux4_2 |
| Synth warn | 1 |
| Drt drc | 0 |
| Setup TNS Final | 0 ns |
| H-tree levels | 3 |
| RSZ-0062 raised after global routing | no |
| Vias per cell | just over 7 |
| Post-CTS Setup Bufs | 0 |
| Max reg flops | 1,024 |
| Fmax achieved | about 150 MHz |
| Total GRT Usage | a little over two fifths |
| Clk slew on worst S/H paths | around 0.060 ns |
| DR WL/cell | about 43 µm |
| Max_slew headroom | around 28% |
| Kind of start point of the critical path | input pin |
| Async SR Flop Fraction | 0% |
| ANT nets after route | 0 |
| Number of global-route vias before repair | 42,731 |
| Via count | roughly 39,000 |
| Post-cts resize count | 0 |
| Drt first pass iters | 7 |
| CTS tree | done |
| Register share after synthesis | 50.6% |
| Critical path type | input pin to output pin |
| Max Root-Sink Buffers | 3 |
| Wirelength, routed | around 230,000 µm |
| Class of the worst hold path | input pin to register |
| Chip area | approximately 120,000 µm² |
| Post-detail-place hpwl | about 130,000 µm |
| CTS Buf Count | around 120 |
| Largest Register | rf |
| Worst VDD drop | roughly 0.19 mV |
| Die Width | about 350 µm |
| Slew of the pin with the lowest slew margin | ~1.1 ns |
| Routability cong. | 0.937 |
| Setup violations, final | 0 |
| Num ports | between 150 and 200 |
| Critical path fanouts, max | 89 |
| Site row count | ~130 |
| Req. time, crit path | slightly above 6 ns |
| Overflow after GRT | 0 |
| Synth Instances | roughly 3,800 |
| Power Dens Cells | 198 nW/µm² |
| Root Driver | clkbuf_16 |
| TritonCTS Sinks | a little over 1,000 |
| Critical Path End Type | output pin |
| Placed Cells incl. Taps | between 5,000 and 6,000 |
| Yosys cell count | 3,767 |
| Outcome | completed |
| Post-synth regs | ~1,000 |
| EDFF count, synth | roughly 1,000 |
## final timing paths
kind	startpoint	endpoint	slack (ns)	cells after the start
min	wd3[9]	rf[30][9]	1.84	3
max	ra1[2]	rd1[19]	1.12	8
## power by group
group / switching [mW] / internal [mW] / leakage [nW]
clock network: 2.31 / 3.05 / 1.78
registers: 0.0546 / 6.28 / 9.25
logic: 0.972 / 0.786 / 10.8
total: 3.33 / 10.1 / 21.8
## per-layer routing
layer / share of wire [%] / vias up
li1: - / 15496
met5: 0.60 / -
met1: 31 / 19821
met3: 20 / 692
met2: 43 / 3377
met4: 5.4 / 43
## cell families (layout without fill, tap and decap cells)
group / count (synthesis) / in the layout / synth area share [%]
compound gates: 398 / 398 / 4.62
flops: 1024 / 1024 / 50.6
simple gates: 180 / 180 / 1.74
other cells: 0 / 3 / 0
mux: 1664 / 1664 / 38.8
buf+inv: 501 / 588 / 4.25
## worst max-delay path: stages
cell and delay, ns:
buf_8 0.32, buf_12 0.58, buf_4 0.47, mux2i_1 0.14, a221oi_1 0.63, o21ai_0 0.18
a311oi_1 0.45, clkdlybuf4s50_1 0.55
## final cells by class
class	instances	area (µm²)	share of cell area (%)
flip-flops and latches	1024	30700	45.4
multi-input cells	2242	28100	41.5
repair buffers	367	3260	4.81
clock buffers	150	3090	4.57
well taps	1612	2020	2.98
clock inverters	69	512	0.755
inverters	2	12.5	0.0185
diodes	3	7.51	0.0111
## cell usage after synthesis (3+ instances only)
cell,number,area [µm²]
clkbuf_1,258,968
or2_1,3,18.8
mux4_2,448,10100
mux2i_1,128,1280
nand3b_1,8,60.1
nand2_1,54,203
nor3b_2,4,50.1
a221oi_1,46,403
a211oi_1,64,480
edfxtp_1,1024,30700
nand3_1,3,15.0
o21ai_0,96,480
a22oi_1,64,480
o21ai_1,30,150
buf_6,31,349
nor2b_1,68,425
o2111ai_1,18,158
a311oi_1,64,561
mux2_1,150,1690
o22ai_1,16,100
nor2_2,12,75.1
mux2_2,938,10600
nor2_4,4,45.0
buf_2,122,611
buf_4,85,638
or3b_2,3,26.3
nor2_1,8,30.0
## per-stage QoR
step | worst slack, ns | area [µm²] | power [mW]
floorplan | 2.76 | 60800 | 7.50
global placement | 1.12 | 64100 | 8.14
detailed placement | 1.11 | 64100 | 8.17
CTS | 1.09 | 67800 | 13.5
global route | 0.956 | 67800 | 13.8
finish | 1.12 | 67800 | 13.5
No activity file was given, so power comes from the tool's default toggle rates.
