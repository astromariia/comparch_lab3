$ cat design/flow/design.v
module sample (input logic [31:0] a, b, output logic [31:0] z);
   assign z = a+b;
endmodule  
$ cat design/flow/run.sh
#!/bin/bash
# OpenROAD 26Q1-2900-gdf79404cd8, Yosys 0.63+post, stock flow scripts
make -C /OpenROAD-flow-scripts/flow DESIGN_CONFIG=/design/flow/config.mk WORK_HOME=/design/flow/orfs finish
$ cat design/flow/config.mk
export PLATFORM = sky130hd
export DESIGN_NAME = sample
export DESIGN_NICKNAME = sample
export VERILOG_FILES = /design/flow/design.v
export SDC_FILE = /design/flow/constraint.sdc
export NUM_CORES = 4
export LEC_CHECK = 1
export CORE_AREA = 10 10 85 85
export DIE_AREA = 0 0 95 95
$ cat design/flow/constraint.sdc
current_design sample

set clk_period 14.5
set clk_io_pct 0.2

create_clock -name clk0 -period $clk_period

set non_clock_inputs [all_inputs -no_clocks]
set_input_delay [expr $clk_period * $clk_io_pct] -clock clk0 $non_clock_inputs
set_output_delay [expr $clk_period * $clk_io_pct] -clock clk0 [all_outputs]
==> results.ini <==
[run_status]
status=complete, no violations

[floorplanning]
die_h_um=95
chipWidth_um=95
fp-row-count=27
coreArea_um2=5470
ios=96
dieArea_um2=9030
fp_util=0.319

[synth]
ys_sh_simple=0.183
synth_cell_types=50
syn_area_per_cell_um2=7.24
yosys_area_um2=1740
yosysWarnings=0
synth.area.mux_share=0.0115
fa_ha_area_frac=0.234
ys_cells=241
netlist_instances=241
synth_seq_share=0
netlist_area_um2=1740
top_logic_kind=AND-OR/OR-AND gates
xor_area_frac=0.141
yosys.area_share.aoi=0.393

[global_routing]
grt_pass1_vias=2030
grt_max_degree=11
grt_usage=0.123
antenna_found_initial=0
grt-ovfl-total=0
grt_pass1_wl_mm=9.47

[power]
vdd_drop_max_uv=19.2
leakage_nw=1.18
power_w=0.000133
powerDensity_nw_per_um2=48.2

[layout]
syn_to_final_growth_pct=57.7
mi_logic_area_um2=1680
fillers=565
utilization=0.503
drive_above_1_share=0.0307
seq_area_um2=0
final_cell_mix=clkdlybuf4s50_1 (96), ha_1 (31), a21oi_1 (29), a21o_1 (19), nand2_1 (18)
seq_cells=0
n_clock_buffer=0
lay_top_count=clkdlybuf4s50_1

[final_timing]
relSlewSlack=0.631
slew_viol_final=0
worst_pin_slew_ns=0.540
rsz0062_at_grt=false
finalSetupViolCount=0
fmax_ghz=0.115
finalSetupTns_ns=0
period_used_share=0.602
fin_crit_ns=8.72
finalHoldViolations=0

[hold_path]
holdPathEnd=z[0]
worstHoldPathCells=3
min_path_type=input pin to output port
hp-start=b[0]

[drt]
drt_pass1_iterations=4
diodes=0
via_count=2051
avgViaCountPerCell=5.15
drc=0
drtIter0Drc=35
wl_per_cell_um=14.5
ant_nets=0
wirelength_mm=5.77

[placement]
hpwl_mm=5.11
io_buffers=96
place.gp.congestion=0.925

[clocking]
cts_setup_buffers=0
cts_resized=0
hold_buffers=0

[worst_setup_path]
critPathMaxFanout=4
arrival_ns=5.82
start_kind=input pin
required_ns=11.60
worst_setup_path_end_kind=output port
startpoint=a[0]
critical_path_class=input pin to output port

[run]
openroad.warnings=32
cap_violations=0

-- critical path: stages --
cell	delay, ns
clkdlybuf4s50_1	0.40
ha_1	0.24
fa_1	0.40
a21o_1	0.22
a31o_2	0.28
nand3_1	0.09
o221ai_1	0.23
a311oi_1	0.33
o21bai_1	0.10
xor2_1	0.13
clkdlybuf4s50_1	0.50
-- per-stage QoR --
stage / area, µm² / instances / hold slack, ns / setup slack (ns)
final: 2750 / 398 / 6.83 / 5.78
after CTS: 2750 / 398 / 6.84 / 5.76
after detailed placement: 2750 / 398 / 6.85 / 5.77
after global placement: 2750 / 398 / 6.84 / 5.79
after global routing: 2750 / 398 / 6.87 / 5.53
after floorplan: 1740 / 241 / 5.87 / 6.87
-- logic make-up after synthesis --
logic type	after synthesis
AOI/OAI and AO/OA	97
and+or+nand+nor	65
adders and majority gates	32
xor gates and xnor gates	28
buffers and inverters	17
muxes	2
-- where the power goes --
part           switching (W)  internal, W  total, W
logic              0.0000524    0.0000802  0.000133
registers                  0            0         0
clock network              0            0         0
total              0.0000524    0.0000802  0.000133
-- synthesized netlist by cell type, drive strengths merged, types with 2 or more instances --
| master | n | area, µm² |
|---|---|---|
| nand2b | 2 | 12.5 |
| a21oi | 29 | 145 |
| a311oi | 3 | 43.8 |
| buf | 3 | 13.8 |
| nor3 | 4 | 20.0 |
| o21bai | 5 | 48.8 |
| a211oi | 3 | 22.5 |
| o21ai | 15 | 78.8 |
| o221ai | 2 | 17.5 |
| inv | 6 | 22.5 |
| nand2 | 18 | 67.6 |
| o21a | 2 | 15.0 |
| nand4 | 8 | 50.1 |
| xor2 | 15 | 131 |
| nand3 | 10 | 50.1 |
| nor2 | 12 | 45.0 |
| or2 | 3 | 18.8 |
| o211ai | 3 | 22.5 |
| o311ai | 2 | 17.5 |
| mux2i | 2 | 20.0 |
| xnor2 | 13 | 114 |
| a21o | 19 | 143 |
| a31oi | 3 | 18.8 |
| ha | 31 | 388 |
| clkbuf | 8 | 30.0 |
-- how the worst max path moves through the flow --
| stage | end | slack (ns) | depth (start not counted) |
|---|---|---|---|
| CTS | z[26] | 5.76 | 11 |
| global route | z[18] | 5.53 | 11 |
| finish | z[26] | 5.78 | 11 |
-- area by class of cell --
class              count  area share
repair buffers        96       0.349
inverters              6     0.00819
multi-input cells    224       0.610
well taps             72      0.0327
-- metal layers --
layer,share of wire,track usage,vias up,wire length (µm)
met4,0,0,0,0
met1,0.48,0.166,900,2750
met2,0.45,0.210,53,2570
li1,-,-,1098,-
met3,0.078,0.0264,0,452
met5,0,0,-,0
No activity file was given, so power comes from the tool's default toggle rates.
